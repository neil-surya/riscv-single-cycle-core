### /design/flow/constraint.sdc
current_design processor

set clk_period 30.0
set clk_io_pct 0.2

create_clock -name clk0 -period $clk_period [get_ports {clk}]

set non_clock_inputs [all_inputs -no_clocks]
set_input_delay [expr $clk_period * $clk_io_pct] -clock clk0 $non_clock_inputs
set_output_delay [expr $clk_period * $clk_io_pct] -clock clk0 [all_outputs]
### /design/flow/design.v
`timescale 1ns / 1ps
module ALUController (
    ALUOp, Funct7, Funct3, Operation
    );
    input [1:0] ALUOp;
    input [6:0] Funct7;
    input [2:0] Funct3;
    output [3:0] Operation;
    assign Operation[0]=
        ((Funct3[1] == 1)&&
         (Funct3 != 3'b111)&&
         (ALUOp[0] == 0))
         ? 1'b1 : 1'b0;
    assign Operation[1] = (Funct3[2] == 1) ? 1'b0 : 1'b1;
    assign Operation[2]=
        ((Funct3 == 3'b100)||
         (Funct7[5] == 1 && Funct3 == 3'b000)||
         (Funct3 == 3'b010 && ALUOp[0] != 1))
         ? 1'b1 : 1'b0;
    assign Operation[3] = (Funct3 == 3'b100) ? 1'b1 : 1'b0;
endmodule  
`timescale 1ns / 1ps
module ALU_32(A_in, B_in, ALU_ctrl, ALU_out, carry_out, zero, overflow);
    input [31:0] A_in, B_in;
    input [3:0] ALU_ctrl;
    output [31:0] ALU_out;
    output overflow, zero, carry_out;
    reg [31:0] ALU_reg;
    reg [32:0] tmp;
    assign ALU_out = ALU_reg;
    assign carry_out = tmp[32];
    always @(*)
    begin
        case(ALU_ctrl)
            4'b0000: ALU_reg = A_in & B_in;
            4'b0001: ALU_reg = A_in | B_in;
            4'b0010: {tmp, ALU_reg} = $signed(A_in) + $signed(B_in);
            4'b0110: {tmp, ALU_reg} = $signed(A_in) - $signed(B_in);
            4'b0111: ALU_reg = $signed(A_in) < $signed(B_in);
            4'b1100: ALU_reg = ~(A_in | B_in);
            4'b1111: ALU_reg = A_in == B_in;
            default: {tmp, ALU_reg} = $signed(A_in) + $signed(B_in);  
        endcase
    end
    assign overflow = (A_in[31] == B_in[31]) & (A_in[31] != ALU_out[31]);
    assign zero = (ALU_out == 32'b0);
endmodule  
`timescale 1 ns / 1 ps
module DataMem(MemRead, MemWrite, addr, write_data, read_data);
    input MemRead, MemWrite;
    input [8:0] addr;
    input [31:0] write_data;
    output reg [31:0] read_data;
    reg [31:0] data_mem [127:0];   
    wire [6:0] mem_addr = addr[8:2];   
    assign read_data = (MemRead) ? data_mem[mem_addr] : 32'b0;
    always @(posedge clk) begin
        if (MemWrite) begin
            data_mem[mem_addr] <= write_data;   
        end
    end
endmodule   
`timescale 1 ns / 1 ps
module data_path #(
    parameter PC_W = 8,                 
    parameter INS_W = 32,               
    parameter RF_ADDRESS = 5,           
    parameter DATA_W = 32,              
    parameter DM_ADDRESS = 9,           
    parameter ALU_CC_W = 4              
)(                                      
    input                  clk,         
    input                  reset,       
    input                  reg_write,   
    input                  mem2reg,     
    input                  alu_src,     
    input                  mem_write,   
    input                  mem_read,    
    input  [ALU_CC_W-1:0]  alu_cc,      
    output          [6:0]  opcode,      
    output          [6:0]  funct7,      
    output          [2:0]  funct3,      
    output   [DATA_W-1:0]  alu_result   
);
    wire [7:0] PC;
    wire [31:0] instruct, Reg1, Reg2, SrcB, ExtImm, WriteBack_Data, ALU_Result, DataMem_Read;
    ALU_32 ALU_instant(.A_in(Reg1), .B_in(SrcB), .ALU_ctrl(alu_cc), .ALU_out(ALU_Result), .carry_out(carry_out), .zero(zero), .overflow(overflow));
    FlipFlop FF_instant(.clk(clk), .reset(reset), .d(PC + 4), .q(PC));
    ImmGen IG_instant(.InstCode(instruct[31:0]), .ImmOut(ExtImm));
    mux21 MUX0_instant(.S(alu_src), .D1(Reg2), .D2(ExtImm), .Y(SrcB));
    mux21 MUX1_instant(.S(mem2reg), .D1(ALU_Result), .D2(DataMem_Read), .Y(WriteBack_Data));
    InstMem IM_instant(.addr(PC), .instruction(instruct));
    DataMem DM_instant(.MemRead(mem_read), .MemWrite(mem_write), .addr(ALU_Result[8:0]), .write_data(Reg2), .read_data(DataMem_Read));
    RegFile RF_instant(.clk(clk), .reset(reset), .rg_wrt_en(reg_write), .rg_wrt_addr(instruct[11:7]), .rg_rd_addr1(instruct[19:15]), .rg_rd_addr2(instruct[24:20]), .rg_wrt_data(WriteBack_Data), .rg_rd_data1(Reg1), .rg_rd_data2(Reg2));
    assign opcode = instruct[6:0];
    assign funct7 = instruct[31:25];
    assign funct3 = instruct[14:12];
    assign alu_result = ALU_Result;
endmodule   
`timescale 1ns / 1ps
module FlipFlop(clk, reset, d, q);
    input clk, reset;  
    input [7:0] d;  
    output reg [7:0] q;
    always @(posedge clk)
        begin
            if (reset == 1'b1)
                q <= 8'b00000000;
            else
                q <= d;
        end
endmodule  
`timescale 1ns / 1ps
module ImmGen(InstCode, ImmOut);
    input [31:0] InstCode;
    output reg [31:0] ImmOut;
    always @(InstCode) begin
        case (InstCode [6:0])
            7'b0000011:
                ImmOut = {InstCode [31]? {20{1'b1}}:20'b0, InstCode [31:20]};
            7'b0010011:
                ImmOut = {InstCode [31]? {20{1'b1}}:20'b0, InstCode [31:20]};
            7'b0100011:
                ImmOut = {InstCode [31]? {20{1'b1}}:20'b0, InstCode [31:25], InstCode [11:7]};
            7'b0010111:
                ImmOut = {InstCode [31:12], 12'b0};
            default:
                ImmOut = {32'b0};
        endcase
    end
endmodule
`timescale 1ns / 1ps
module InstMem(addr, instruction);
    input [7:0] addr;
    output wire [31:0] instruction;
    wire [31:0] memory [63:0];
    assign memory [0] = 32'h00007033;   
    assign memory [1] = 32'h00100093;   
    assign memory [2] = 32'h00200113;   
    assign memory [3] = 32'h00308193;   
    assign memory [4] = 32'h00408213;   
    assign memory [5] = 32'h00510293;   
    assign memory [6] = 32'h00610313;   
    assign memory [7] = 32'h00718393;   
    assign memory [8] = 32'h00208433;   
    assign memory [9] = 32'h404404b3;   
    assign memory [10] = 32'h00317533;  
    assign memory [11] = 32'h0041e5b3;  
    assign memory [12] = 32'h0041a633;  
    assign memory [13] = 32'h007346b3;  
    assign memory [14] = 32'h4d34f713;  
    assign memory [15] = 32'h8d35e793;  
    assign memory [16] = 32'h4d26a813;  
    assign memory [17] = 32'h4d244893;  
    assign memory [18] = 32'h02b02823;  
    assign memory [19] = 32'h03002603;  
    assign instruction = memory [addr[7:2]];
endmodule  
`timescale 1ns / 1ps
module mux21(
    input S,
    input [31:0] D1,
    input [31:0] D2,
    output [31:0] Y);
    assign Y = S ? D2 : D1;
endmodule
`timescale 1ns / 1ps
module RegFile(
    clk, reset, rg_wrt_en,
    rg_wrt_addr,
    rg_rd_addr1,
    rg_rd_addr2,
    rg_wrt_data,
    rg_rd_data1,
    rg_rd_data2
    );
    input clk, reset, rg_wrt_en;
    input [4:0] rg_wrt_addr, rg_rd_addr1, rg_rd_addr2;
    input [31:0] rg_wrt_data;
    output reg [31:0] rg_rd_data1, rg_rd_data2;
    reg [31:0] register_file [31:0];
    integer i;
    always @(posedge clk or posedge reset) begin
        if (reset) begin
            for(i = 0; i < 32; i = i + 1) begin
                register_file[i] = 32'h00000000;
            end
        end else begin
            if (rg_wrt_en && rg_wrt_addr != 5'b0) begin  
                register_file[rg_wrt_addr] <= rg_wrt_data;
            end
        end
    end
    always @(rg_rd_addr1, rg_rd_addr2) begin
        rg_rd_data1 = register_file[rg_rd_addr1];
        rg_rd_data2 = register_file[rg_rd_addr2];
    end
endmodule  
`timescale 1ns / 1ps
module Controller(
    Opcode,
    ALUSrc,
    MemtoReg,
    RegWrite,
    MemRead,
    MemWrite,
    ALUOp
    );
    input [6:0] Opcode;
    output reg ALUSrc, MemtoReg, RegWrite, MemRead, MemWrite;
    output reg [1:0] ALUOp;
    always @(*)
    begin
        case(Opcode)
            7'b0100011: begin
                MemtoReg = 1'b0;
                MemWrite = 1'b1;
                MemRead = 1'b0;
                ALUSrc = 1'b1;
                RegWrite = 1'b0;
                ALUOp = 2'b01;
            end
            7'b0000011: begin
                MemtoReg = 1'b1;
                MemWrite = 1'b0;
                MemRead = 1'b1;
                ALUSrc = 1'b1;
                RegWrite = 1'b1;
                ALUOp = 2'b01;
            end
            7'b0010011: begin
                MemtoReg = 1'b0;
                MemWrite = 1'b0;
                MemRead = 1'b0;
                ALUSrc = 1'b1;
                RegWrite = 1'b1;
                ALUOp = 2'b00;
            end
            7'b0110011: begin
                MemtoReg = 1'b0;
                MemWrite = 1'b0;
                MemRead = 1'b0;
                ALUSrc = 1'b0;
                RegWrite = 1'b1;
                ALUOp = 2'b10;
            end
        endcase
    end
endmodule   
`timescale 1ns / 1ps
module processor(
    input clk, reset,
    output [31:0] Result
    );
    wire [6:0] Funct7, Opcode;
    wire [2:0] Funct3;
    wire [3:0] Operation;
    wire ALUSrc, MemtoReg, RegWrite, MemRead, MemWrite;
    wire [1:0] ALUOp;
    Controller controller(.Opcode(Opcode), .ALUSrc(ALUSrc), .MemtoReg(MemtoReg), .RegWrite(RegWrite), .MemRead(MemRead), .MemWrite(MemWrite), .ALUOp(ALUOp));
    ALUController alu_controller(.ALUOp(ALUOp), .Funct7(Funct7), .Funct3(Funct3), .Operation(Operation));
    data_path datapath(.clk(clk), .reset(reset), .reg_write(RegWrite), .mem2reg(MemtoReg), .alu_src(ALUSrc), .mem_write(MemWrite), .mem_read(MemRead), .alu_cc(Operation), .opcode(Opcode), .funct7(Funct7), .funct3(Funct3), .alu_result(Result));
endmodule   
### /design/flow/config.mk
export PLATFORM = sky130hd
export DESIGN_NAME = processor
export DESIGN_NICKNAME = processor
export VERILOG_FILES = /design/flow/design.v
export SDC_FILE = /design/flow/constraint.sdc
export NUM_CORES = 4
export LEC_CHECK = 1
export CORE_UTILIZATION = 50
### /design/flow/run.sh
#!/bin/bash
# OpenROAD 26Q1-2900-gdf79404cd8, Yosys 0.63+post, stock flow scripts
make -C /OpenROAD-flow-scripts/flow DESIGN_CONFIG=/design/flow/config.mk WORK_HOME=/design/flow/orfs finish
==> flow_summary.ini <==
; physical design summary
[run_status]
run_status = finished, final reports clean

[logic_synthesis]
largest_area_cell = dfrtp_1
post_synth_inst_count = 3770
post_synth_instance_area_um2 = 32600
ys_cells = 3770
async_reset_ff_share_pct = 98.5
yosys-top-cells-area = dfrtp_1, nand2_1, o21ai_0, clkbuf_1, ha_1
yosysWarningCount = 1423
edf_count = 0
commonest_flop = dfrtp_1
synthesis.area_per_instance_um2 = 8.65
synth.distinct_cells = 91
yosysTopAreaCellShare_pct = 46.6
ys.flops = 617
yosys.stat.chipArea_um2 = 32600

[cts]
post_cts_resized = 0
ctsHoldBuffers = 0
worst_setup_hold_path_clk_slew_ns = 0.06
cts_tree = built
cts_setup_buffers = 0
cts_buffer_depth = 3
numCtsBuffers = 69
htree_num_levels = 3
cts_root_buffer = clkbuf_16
latest_clock_arrival_within_the_worst_skew_pair_ns = 0.64

[place]
worst_slack_after_detailed_placement_ns = 15.96
port_buffers = 33
gp_congestion = 1.02
place.detailed.instances = 4330
place_hpwl_mm = 82.6

[power]
p_int_mw = 1.69
report.power.total_mw = 2.55
cellPowerDensity_nw_per_um2 = 71.5
switching_share_pct = 33.8
clock_power_share_pct = 34.8
p_sw_mw = 0.863
static-leakage-power_nw = 15.6
share_seq_of_total_power_pct = 39.9
vdd_drop_max_v = 0.0000519
share_of_total_power_in_combinational_logic_pct = 25.2

[global_route]
via_count_of_the_first_global_routing_pass = 28100
grt_antenna_before_repair = 4
grt_use_total_pct = 41.2
maximum_number_of_pins_on_one_net_before_global_route_repair = 92
first_pass_grt_wire_length_mm = 190
grt-ovfl-total = 0

[die]
floorplan.die_area_um2 = 66300
fp.dieH_um = 257
fp-row-count = 93
dieWidth_um = 257
num_io_pins = 34
fp_util_pct = 50.6
core_area_um2 = 64500

[setup_path]
critical_path_arrival_ns = 8.93
timing.critical_path.from_type = register
crit_required_ns = 24.00
reg2reg_from = datapath.FF_instant.q[5]
crit_path_top_delay_cell = dfxtp_1
crit-reg2reg-capture = datapath.RF_instant.register_file[10][20]
crit_path_category = reg -> out
reg2reg_depth = 22
timing.critical_path.to_type = output pin
critical-path-max-stage-delay_ns = 0.78
worst_path_cell_trace = or3b_1, o22ai_2, or4_1, nor2_2, a31oi_1, inv_1, dlxtn_2, buf_4, a221oi_1, and4_1, nand3_1, and2_1, ha_1, nor4b_1, nand2_1, a21oi_1, o211ai_1, a211oi_1, or3_1, a21oi_1, o22ai_1, inv_1, clkdlybuf4s50_1
timing.reg2reg.setup_slack_ns = 21.83
cp_max_fo = 40

[detailed_routing]
routed_wire_length_per_instance_um = 29.0
drtAntennaViolNets = 0
detail_route.vias_per_cell = 6.45
drt-total-wl_mm = 129
first_iter_violations = 3216
drt-pass1-iter-count = 9
via_count = 28700
drc = 0

[hold_path]
holdCritPathClass = reg -> reg
hold_depth = 0
hold-path-endpoint = datapath.RF_instant.register_file[19][0]
hold_start = datapath.RF_instant.register_file[19][0]

[timing]
fin_tns_setup_ns = 0
skew_ns = 0.0291
grt_setup_unrepaired = false
final-setup-viol-count = 0
fmax_mhz = 67.0
unclocked_regs = 3
final_max_slew_viols = 0
finalClockPeriodUsage_pct = 49.8
hold_viol_final = 0
worstMarginPinSlew_ns = 1.25
untimed_endpoints = 3
period_needed_ns = 14.93
max-slew-margin-rel_pct = 15.4
finalWorstSetupSlack_ns = 15.07

[final_layout]
drive_above_1_share_pct = 8.53
layout.core_utilization_pct = 55.3
post_layout_nonfiller_instances = 4455
syn2layout_area_growth_pct = 9.36
num-fill-cells = 5622

[job]
cap_viol_max_count = 0
tool_warnings = 66
==> state kept, by name, indices dropped and copies added (netlist names) <==
| signal | cells |
|---|---|
| datapath.FF_instant.q | 6 |
| controller.ALUOp | 1 |
| controller.RegWrite | 1 |
| controller.ALUSrc | 1 |
| datapath.RF_instant.register_file | 608 |
==> kinds of logic after synthesis <==
kind of cell	Yosys count	share of synthesized area (%)
buffers and inverters	537	6.48
and+or+nand+nor	1246	16.5
xor gates and xnor gates	50	1.34
latches	3	0.138
other	1	0.0115
AOI/OAI and AO/OA	1162	22.8
adders and majority gates	102	3.96
DFF	614	47.0
muxes	55	1.73
==> per-layer routing <==
metal | global-route usage [%] | share of wire, %
met5 | 1.39 | 0.040
met4 | 15.6 | 4.8
met1 | 59.2 | 41
met3 | 18.2 | 13
met2 | 56.7 | 42
==> metrics by stage <==
step / cell area [um^2] / hold slack (ns)
5_1_grt: 35700 / 0.383
3_5_place_dp: 33300 / 0.359
2_1_floorplan: 32600 / 0.421
4_1_cts: 35700 / 0.371
6_report: 35700 / 0.368
3_3_place_gp: 33300 / 0.359
==> power by group through the flow <==
stage         registers (mW)  logic (mW)  clock network, mW
CTS                     1.02       0.630              0.897
global route            1.03       0.704              0.927
finish                  1.02       0.644              0.888
==> worst max-delay path, delay by kind of cell (launching register included) <==
family	cells	cell delay, ns
AND-OR/OR-AND	8	3.03
AND/OR/NAND/NOR	9	2.90
buffers and inverters	4	0.93
flip-flops	1	0.78
adder cells (fa/ha/maj)	1	0.37
latches	1	0.24
==> placed cells by master (no fill, tap or decap), types with 11 or more instances in the layout <==
| cell | instances |
|---|---|
| a21o_1 | 20 |
| a222oi_1 | 69 |
| clkbuf_8 | 17 |
| o21ai_0 | 520 |
| dfrtp_1 | 608 |
| clkbuf_16 | 70 |
| nor2_1 | 145 |
| o22ai_1 | 11 |
| and3_1 | 11 |
| clkdlybuf4s50_1 | 33 |
| nand2_2 | 15 |
| a41oi_1 | 13 |
| a22oi_1 | 67 |
| o21a_1 | 18 |
| o41ai_1 | 12 |
| nand2_1 | 792 |
| a31oi_1 | 20 |
| o31ai_1 | 14 |
| nor2b_1 | 16 |
| a22o_1 | 14 |
| o22a_1 | 25 |
| mux2i_1 | 43 |
| and2_1 | 41 |
| buf_4 | 117 |
| nor3_1 | 37 |
| o211ai_1 | 26 |
| nand2b_1 | 18 |
| a221o_1 | 21 |
| a211oi_1 | 35 |
| mux2_2 | 12 |
| nand3_1 | 64 |
| clkbuf_1 | 18 |
| inv_1 | 89 |
| a221oi_1 | 24 |
| ha_1 | 100 |
| nand4_1 | 31 |
| a21oi_1 | 172 |
| xnor2_1 | 40 |
==> Yosys cell counts (14+ instances only) <==
library cell  count
o31ai_1          14
a21o_1           20
nand2b_1         18
a222oi_1         69
o211ai_1         26
nand2_1         807
nor2_1          149
a22o_1           14
o21a_1           18
xnor2_1          40
o21ai_0         521
a21oi_1         173
nand4_1          31
nand3_1          65
inv_1            90
a22oi_1          67
o22a_1           25
and2_1           43
dfrtp_1         608
a211oi_1         36
a31oi_1          20
clkbuf_1        390
a221o_1          22
nor2b_1          17
mux2i_1          43
nor3_1           40
a221oi_1         25
buf_2            41
ha_1            100
==> cell type report <==
class	instances	area [um^2]	area share, %
Inverter	90	345	0.968
Tap cell	855	1070	3.00
Timing Repair Buffer	150	1210	3.39
Clock buffer	105	2050	5.75
Antenna cell	2	5.00	0.0140
Multi-Input combinational cell	2618	15300	42.9
Clock inverter	18	327	0.915
Sequential cell	617	15400	43.1
==> worst max-delay path by stage <==
stage | startpoint | endpoint | slack [ns]
4_1_cts | datapath.FF_instant.q[5] | Result[20] | 15.26
6_report | datapath.FF_instant.q[5] | Result[20] | 15.07
5_1_grt | datapath.FF_instant.q[5] | Result[20] | 14.65
Power figures rest on the tool's default switching activity, not on a simulated workload.
